==> flow/design.v <==
`timescale 1ns / 1ps
module compute_relu (
    din,
    dout
);
    parameter DATA_WIDTH = 24;  
    input  signed [DATA_WIDTH-1:0] din;
    output signed [DATA_WIDTH-1:0] dout;
    assign dout = (din[DATA_WIDTH-1] == 1'b1) ? 0 : din;
endmodule
==> flow/config.mk <==
export PLATFORM = sky130hd
export DESIGN_NAME = compute_relu
export DESIGN_NICKNAME = compute_relu
export VERILOG_FILES = /design/flow/design.v
export SDC_FILE = /design/flow/constraint.sdc
export NUM_CORES = 4
export LEC_CHECK = 1
export CORE_AREA = 10 10 70 70
export DIE_AREA = 0 0 80 80
==> flow/constraint.sdc <==
current_design compute_relu

set clk_period 1.0
set clk_io_pct 0.2

create_clock -name clk0 -period $clk_period

set non_clock_inputs [all_inputs -no_clocks]
set_input_delay [expr $clk_period * $clk_io_pct] -clock clk0 $non_clock_inputs
set_output_delay [expr $clk_period * $clk_io_pct] -clock clk0 [all_outputs]
==> flow/run.sh <==
#!/bin/bash
# OpenROAD 26Q1-2900-gdf79404cd8, Yosys 0.63+post, stock flow scripts
make -C /OpenROAD-flow-scripts/flow DESIGN_CONFIG=/design/flow/config.mk WORK_HOME=/design/flow/orfs finish
==> impl_metrics.toml <==
# flow metrics
[outcome]
outcome = "complete, no violations"

[routing]
drc = 0
wl_um = 1460
wl_per_cell_um = 12.1
vias = 338
ant_nets = 0
diodes = 0
routed_via_density = 2.82
first_iter_violations = 9
drt-pass1-iter-count = 2

[floorplan]
die_area_um2 = 6400
die_x_um = 80
io_pins = 48
fp-utilization_pct = 6.45
core-area_um2 = 3420
die_y_um = 80
rows = 21

[global_routing]
grt_max_degree = 9
grt_pass1_vias = 347
antenna_found_initial = 0
grt_util_all_layers_pct = 4.20
grt_pass1_wl_um = 2160
overflow = 0

[sta]
clock.fmax_mhz = 1060
hold_viol_final = 0
fin_setup_tns_ns = 0
drv_slew = 0
layout_min_cycle_time_ns = 0.939
fin_crit_sh_pct = 93.9
rsz0062_at_grt = "false"
finalSetupViolations = 0

[cts]
cts_hold_buf = 0

[hold_path]
timing.hold.worst.class = "in2out"

[critical_path]
critical_path_class = "in2out"
worst_setup_path_start_kind = "primary input"
max_stage_delay_ns = 0.23
cp.arrival_ns = 0.74
end_kind = "output port"
worst-path-max-fanout = 1
critPathRequiredTime_ns = 0.80
crit_slowest_cell = "dlygate4sd2_1"
crit_chain = "dlygate4sd2_1, nor2b_2, clkdlybuf4s15_1"

[placement]
io_buffers = 47
globalplace.congestion = 0.829
hpwl_um = 1270
placed_area_um2 = 733

[logic_synthesis]
synth.avg_cell_area_um2 = 8.16
yosys_cells = 27
synth_cell_type_count = 6
yosys_area_um2 = 220
yosysWarnings = 0
synth_area_um2 = 220
yosysSeqAreaShare_pct = 0
syn-instance-count = 27

[finish]
syn_to_final_growth_pct = 226
regArea_um2 = 0
design.seq.count = 0
final_cell_mix = "22 x dlygate4sd2_1, 21 x buf_2, 13 x nor2b_4"
final_area_um2 = 717
fillers = 390
drive_gt1_share_pct = 58.1
lay_top_count = "dlygate4sd2_1"
nClkBuffers = 0

[power]
seqPwrFrac_pct = 0
ir_drop_mv = 0.0892
combPwrFrac_pct = 100.0
p_leak_nw = 0.395
p_sw_share_pct = 28.8
clkPwrFrac_pct = 0
power.switching_mw = 0.0645
p_int_mw = 0.160
power-per-cell-area_nw_per_um2 = 313

[job]
tool_warnings = 33
maxCapViolCount = 0
==> cell type report <==
type / instances / area [µm²] / share of cell area, %
Timing Repair Buffer: 50 / 402 / 56.0
Multi-Input combinational cell: 24 / 258 / 36.0
Tap cell: 46 / 57.6 / 8.03
==> metal layers <==
metal,routed length (µm),global-route usage [%],up-vias
met2,801,8.27,18
met1,520,4.68,150
met4,0,0,0
met3,133,0.909,0
met5,0,0,-
li1,-,-,170
==> worst paths after layout <==
| kind | slack, ns | end | start | depth (start not counted) |
|---|---|---|---|---|
| worst max-delay path | 0.06 | dout[11] | din[11] | 3 |
| worst min-delay path | 0.74 | dout[4] | din[23] | 4 |
==> power by group through the flow <==
| stage | registers, mW | logic, mW | clock network (mW) |
|---|---|---|---|
| after CTS | 0 | 0.235 | 0 |
| after global routing | 0 | 0.243 | 0 |
| final | 0 | 0.224 | 0 |
==> synthesized netlist by cell type (all sizes together) <==
library cell	number	share of area, %
buf	3	14
nor2b	20	73
and2b	3	12
conb	1	1.7
==> logic make-up after synthesis <==
family,count (synthesis),synth area share (%)
simple gates,23,84.7
buf+inv,3,13.6
other cells,1,1.70
==> critical path, delay by kind of cell <==
family	cells	cell delay [ns]
buf+inv	2	0.40
simple gates	1	0.14
==> repair_timing <==
action	CTS	global route
resized	118	0
gates cloned	1	0
setup endpoints to repair	23	2
setup buffers	1	0
==> metrics by stage <==
step / std cells / setup WS, ns / power [mW] / util (%) / hold slack (ns)
2_1_floorplan: 27 / 0.408 / 0.0569 / - / 0.463
3_3_place_gp: 119 / -0.688 / 0.247 / 21.5 / 1.32
3_5_place_dp: 119 / -0.715 / 0.248 / 21.5 / 1.32
4_1_cts: 121 / -0.0140 / 0.235 / 21.3 / 0.783
5_1_grt: 120 / 0.0212 / 0.243 / 21.0 / 0.758
6_report: 120 / 0.0607 / 0.224 / 21.0 / 0.739
Power figures rest on the tool's default switching activity, not on a simulated workload.
