## flow/config.mk

```make
export PLATFORM = sky130hd
export DESIGN_NAME = conv1d_bram_fsm
export DESIGN_NICKNAME = conv1d_bram_fsm
export VERILOG_FILES = /design/flow/design.v
export SDC_FILE = /design/flow/constraint.sdc
export NUM_CORES = 4
export LEC_CHECK = 1
export CORE_UTILIZATION = 30
```

## flow/design.v

```verilog
`timescale 1ns / 1ps
module conv1d_bram_fsm (
    clk,
    rst_n,
    start,
    done,
    data_bram_wen, data_bram_addr, data_bram_din,
    weight_bram_wen, weight_bram_addr, weight_bram_din,
    boss_read_addr,
    boss_read_dout
);
    parameter DATA_WIDTH = 8;
    parameter ACCUM_WIDTH = 24;
    parameter INPUT_LEN = 8;
    parameter KERNEL_SIZE = 3;
    parameter OUTPUT_LEN = INPUT_LEN - KERNEL_SIZE + 1;  
    parameter ADDR_WIDTH = 4;  
    input             clk;
    input             rst_n;
    input             start;
    output reg        done;
    input             data_bram_wen;
    input [ADDR_WIDTH-1:0] data_bram_addr;
    input [DATA_WIDTH-1:0] data_bram_din;
    input             weight_bram_wen;
    input [ADDR_WIDTH-1:0] weight_bram_addr;
    input [DATA_WIDTH-1:0] weight_bram_din;
    input [2:0]       boss_read_addr; 
    output [ACCUM_WIDTH-1:0] boss_read_dout;
    reg [ACCUM_WIDTH-1:0] output_feature_map [0:OUTPUT_LEN-1];
    parameter [3:0] IDLE        = 4'b0000,
                    BRAM_READ   = 4'b0001,
                    BRAM_WAIT   = 4'b0010, 
                    MAC_CYCLE   = 4'b0011,
                    MAC_WAIT1   = 4'b0100,
                    MAC_WAIT2   = 4'b0101,
                    ALL_DONE    = 4'b0110;
    reg [3:0] state, next_state; 
    reg signed [ACCUM_WIDTH-1:0] accum_reg;
    reg [3:0] window_pos; 
    reg [2:0] kernel_pos; 
    reg [ADDR_WIDTH-1:0] data_bram_b_addr;
    wire [DATA_WIDTH-1:0] data_bram_b_dout;
    reg [ADDR_WIDTH-1:0] weight_bram_b_addr;
    wire [DATA_WIDTH-1:0] weight_bram_b_dout;
    wire signed [ACCUM_WIDTH-1:0] mac_cout;
    reg signed [DATA_WIDTH-1:0]   mac_a;    
    reg signed [DATA_WIDTH-1:0]   mac_b;    
    reg signed [ACCUM_WIDTH-1:0]  mac_cin;  
    reg                           mac_en;   
    dual_port_bram #(.DATA_WIDTH(DATA_WIDTH), .ADDR_WIDTH(ADDR_WIDTH)) 
    data_bram_inst (.clk(clk), .a_wen(data_bram_wen), .a_addr(data_bram_addr), .a_din(data_bram_din),
                    .b_en(1'b1), .b_addr(data_bram_b_addr), .b_dout(data_bram_b_dout));
    dual_port_bram #(.DATA_WIDTH(DATA_WIDTH), .ADDR_WIDTH(ADDR_WIDTH)) 
    weight_bram_inst (.clk(clk), .a_wen(weight_bram_wen), .a_addr(weight_bram_addr), .a_din(weight_bram_din),
                      .b_en(1'b1), .b_addr(weight_bram_b_addr), .b_dout(weight_bram_b_dout));
    mac_unit #(
        .A_WIDTH(DATA_WIDTH),      
        .B_WIDTH(DATA_WIDTH),      
        .ACCUM_WIDTH(ACCUM_WIDTH)
    ) mac_inst (
        .clk(clk), .rst_n(rst_n), .en(mac_en), 
        .a(mac_a), .b(mac_b), .c_in(mac_cin), .c_out(mac_cout)
    );
    assign boss_read_dout = output_feature_map[boss_read_addr];
    always @(posedge clk or negedge rst_n) begin
        if (!rst_n) begin
            state <= IDLE;
            window_pos <= 0; kernel_pos <= 0; accum_reg <= 0;
            mac_a <= 0; mac_b <= 0;
        end 
        else begin
            state <= next_state;
            if (state == BRAM_WAIT) begin
                mac_a <= $signed(data_bram_b_dout);
                mac_b <= $signed(weight_bram_b_dout);
            end
            case (state)
                IDLE: begin
                    if (start) begin
                        window_pos <= 0; kernel_pos <= 0; accum_reg <= 0;
                    end
                end
                MAC_WAIT2: begin
                    if (kernel_pos == KERNEL_SIZE - 1) begin
                        output_feature_map[window_pos] <= mac_cout;
                        window_pos <= window_pos + 1;
                        kernel_pos <= 0; accum_reg <= 0;
                    end
                    else begin
                        kernel_pos <= kernel_pos + 1;
                        accum_reg <= mac_cout;
                    end
                end
            endcase
        end
    end
    always @(state or start or window_pos or kernel_pos or accum_reg) begin
        next_state = state;
        done = 1'b0;
        mac_en = 1'b0;
        mac_cin = accum_reg;
        data_bram_b_addr = window_pos + kernel_pos;
        weight_bram_b_addr = kernel_pos;
        case (state)
            IDLE: begin
                mac_cin = 0; 
                if (start) begin
                    next_state = BRAM_READ;
                end
            end
            BRAM_READ: begin
                data_bram_b_addr = window_pos + kernel_pos;
                weight_bram_b_addr = kernel_pos;
                next_state = BRAM_WAIT;
            end
            BRAM_WAIT: begin
                next_state = MAC_CYCLE;
            end
            MAC_CYCLE: begin
                mac_en = 1'b1; 
                mac_cin = accum_reg; 
                next_state = MAC_WAIT1;
            end
            MAC_WAIT1: begin
                mac_en = 1'b1; 
                mac_cin = accum_reg;
                next_state = MAC_WAIT2;
            end
            MAC_WAIT2: begin
                mac_en = 1'b1; 
                mac_cin = accum_reg;
                if (kernel_pos == KERNEL_SIZE - 1) begin
                    if (window_pos == OUTPUT_LEN - 1) begin
                        next_state = ALL_DONE; 
                    end
                    else begin
                        next_state = BRAM_READ;
                    end
                end 
                else begin
                    next_state = BRAM_READ; 
                end
            end
            ALL_DONE: begin
                done = 1'b1;
                next_state = IDLE;
            end
            default: begin
                next_state = IDLE;
            end
        endcase
    end
endmodule
`timescale 1ns / 1ps
module dual_port_bram (
    clk,
    a_wen,     
    a_addr,    
    a_din,     
    b_en,      
    b_addr,    
    b_dout     
);
    parameter DATA_WIDTH = 8;
    parameter ADDR_WIDTH = 6;  
    input                           clk;
    input                           a_wen;
    input      [ADDR_WIDTH-1:0]     a_addr;
    input      [DATA_WIDTH-1:0]     a_din;
    input                           b_en;
    input      [ADDR_WIDTH-1:0]     b_addr;
    output reg [DATA_WIDTH-1:0]     b_dout;  
    reg [DATA_WIDTH-1:0] ram_core [0:(1<<ADDR_WIDTH)-1];
    always @(posedge clk) begin
        if (a_wen) begin
            ram_core[a_addr] <= a_din;
        end
    end
    always @(posedge clk) begin
        if (b_en) begin
            b_dout <= ram_core[b_addr];
        end
    end
endmodule
`timescale 1ns / 1ps
module mac_unit (
    clk,
    rst_n,
    en,
    a,
    b,
    c_in,
    c_out
);
    parameter A_WIDTH = 8;
    parameter B_WIDTH = 8;
    parameter ACCUM_WIDTH = 24;
    input                           clk;
    input                           rst_n;
    input                           en;
    input      signed [A_WIDTH-1:0] a;
    input      signed [B_WIDTH-1:0] b;
    input      signed [ACCUM_WIDTH-1:0] c_in;
    output     signed [ACCUM_WIDTH-1:0] c_out;
    reg signed [A_WIDTH+B_WIDTH-1:0] mult_reg;  
    reg signed [ACCUM_WIDTH-1:0]     cin_reg;
    reg signed [ACCUM_WIDTH-1:0]     add_reg;
    always @(posedge clk) begin
        if (!rst_n) begin
            mult_reg <= 0;
            cin_reg  <= 0;
            add_reg  <= 0;
        end 
        else if (en) begin
            mult_reg <= a * b;
            cin_reg  <= c_in;
            add_reg  <= mult_reg + cin_reg;
        end
    end
    assign c_out = add_reg;
endmodule
```

## flow/constraint.sdc

```tcl
current_design conv1d_bram_fsm

set clk_period 9.9
set clk_io_pct 0.2

create_clock -name clk0 -period $clk_period [get_ports {clk}]

set non_clock_inputs [all_inputs -no_clocks]
set_input_delay [expr $clk_period * $clk_io_pct] -clock clk0 $non_clock_inputs
set_output_delay [expr $clk_period * $clk_io_pct] -clock clk0 [all_outputs]
```

## flow/run.sh

```bash
#!/bin/bash
# OpenROAD 26Q1-2900-gdf79404cd8, Yosys 0.63+post, stock flow scripts
make -C /OpenROAD-flow-scripts/flow DESIGN_CONFIG=/design/flow/config.mk WORK_HOME=/design/flow/orfs finish
```

==> impl_metrics.toml <==
# physical design summary
[outcome]
status = "complete, no violations"

[final_timing]
fmax_mhz = 156
tns_ns = 0
rsz0062_at_grt = "no"
drv_slew = 0
finalHoldViolations = 0
max_slew.worst_pin.slew_ns = 0.921
slew_headroom_pct = 38.4
post-route-period-util_pct = 64.7
finalCriticalPeriod_ns = 6.40
fin_skew_ns = 0.0307
setup_viol = 0

[global_route]
grt_pass1_vias = 13049
grt_max_degree = 67
use_met2_pct = 19.8
grtUsageMet1_pct = 17.3
overflow = 0
top_usage_layer = "met2"
grt_use_total_pct = 12.5
grt_pass1_wl_mm = 69.7
antenna_found_initial = 1
use_met3_pct = 4.85

[route]
viasPerCell = 4.69
postRouteAntennaNets = 0
routed_wl_mm = 42.4
dr_total_vias = 12399
drtIter0Drc = 731
first_pass_iters = 7
drc_errors = 0
wl_per_cell_um = 16.0

[clock_network]
clock_sinks = 470
clk_pin_slew_worst_paths_ns = 0.06
cts_tree = "yes"
postCtsSetupRepairBufs = 0
clock.latency.late_pin_ns = 0.59
cts_htree_levels = 2
cts_hold_buf = 0
ctsResizeCount = 0
clk_path_buf_depth = 3
cts-buffers-inserted = 47
root_buffer = "clkbuf_16"

[critical_path]
worstPathCellList = "clkdlybuf4s50_1 -> buf_4 -> inv_1 -> buf_4 -> nor2_1 -> a22oi_1 -> o21ai_0 -> o21a_1 -> clkdlybuf4s50_1"
startpoint_type = "primary input"
rrSetupSlack_ns = 5.36
timing.rr.end = "mac_inst.mult_reg[14]"
reg2regPathDepth = 17
cp_data_required_time_ns = 7.92
crit_arrival_ns = 4.42
crit_family = "buffers and inverters"
cpPeakStageDelay_ns = 0.50
critical_path.slowest_cell = "clkdlybuf4s50_1"
crit-reg2reg-launch = "mac_b[2]"
worstSetupEndpointType = "output port"
worstPathBufferInverterCount = 5
cp_max_fo = 44
worst-path-stages = 9
crit_type = "in -> out"

[synth]
enable_flop_cells = 336
ys_sh_simple_pct = 8.86
synth-async-reset-ratio_pct = 11.5
synth.distinct_cells = 65
ys_sh_mux_pct = 7.59
yosysTopAreaCell = "edfxtp_1"
ys_cells = 1599
ys.flops = 470
ys_seq_share_pct = 60.5
top_area_share_pct = 46.8
yosys_area_mm2 = 0.0215
top_cells_by_area = "edfxtp_1, dfxtp_1, dfrtp_1"
synthFlopType = "edfxtp_1"
syn_area_per_cell_um2 = 13.5
logic_family = "AND-OR/OR-AND gates"
synthCells = 1599
synthesis.area_mm2 = 0.0215
ys_sh_adder_pct = 8.78
ys_warn_count = 4
xor_share_pct = 1.42
aoi_share_pct = 9.34

[hold_path]
whs_path_depth = 0
worstHoldStart = "state[4]"
hold_path_end = "state[2]"
min_path_type = "reg -> reg"

[final_layout]
largest_reg_flops = 144
drive_gt1_share_pct = 12.3
layout_top_cell = "edfxtp_1"
final_cell_mix = "edfxtp_1, a21oi_1, nand2_1, inv_1, dfxtp_1"
top_regs = "output_feature_map x144, data_bram_inst.ram_core x128, weight_bram_inst.ram_core x64"
largest_register = "output_feature_map"
final.fill_count = 6643
finalNonFillerCells = 2645
syn2layout_area_growth_pct = 15.3

[run]
drv_cap = 0
warning_count = 28

[floorplanning]
ios = 57
rows = 97
initCoreUtil_pct = 30.6
die_w_um = 270
core-area_mm2 = 0.0705
die_h_um = 270
die_area_mm2 = 0.0729

[pwr]
power_density_mw_per_mm2 = 305
p_leak_uw = 0.00907
vdd_ir_drop_max_v = 0.000277

[placed_design]
dp_hpwl_mm = 27.2
portBuffers = 56
dp_cells = 2556
gp_congestion = 0.844
metal layers:
layer	vias to the layer above	wire length (um)
li1	5972	-
met1	6030	18200
met2	342	20200
met3	55	3230
met4	0	745
met5	-	0
synth_stat cells, types with 6 or more instances:
library cell	n
ha_1	60
nand2_1	120
nand2b_1	24
nand3_1	20
nor3_1	21
o22ai_1	14
nor2b_1	26
o21ai_0	47
xor2_1	9
and2_1	45
dfxtp_1	80
a22o_1	32
mux2i_1	25
buf_1	8
o31ai_1	9
o22a_1	6
a21o_1	14
a211oi_1	22
a21oi_1	122
buf_2	9
inv_1	115
clkbuf_1	52
and3_1	6
mux2_2	27
xnor2_1	26
o21a_1	13
mux4_2	48
edfxtp_1	336
nand3b_1	29
fa_1	57
dfrtp_1	53
nor2_1	62
metrics by stage:
step	power (uW)	utilization, %	hold WS [ns]	worst slack (ns)	area, um^2
floorplan	5180	-	0.331	4.70	21500
global placement	5810	33.0	0.346	3.45	23200
detailed placement	5840	33.0	0.346	3.49	23200
CTS	7700	35.2	0.330	3.46	24900
global route	8310	35.2	0.345	3.32	24900
finish	7580	35.2	0.332	3.50	24900
worst max-delay path by stage:
stage                  from                  to  slack (ns)
4_1_cts   boss_read_addr[0]  boss_read_dout[14]        3.46
5_1_grt   boss_read_addr[0]   boss_read_dout[6]        3.32
6_report  boss_read_addr[0]  boss_read_dout[14]        3.50
cells by family (layout without fill, tap and decap cells):
family / count (synthesis) / in the layout
other: 0 / 1
adder cells (fa/ha/maj): 117 / 117
flip-flops: 470 / 470
multiplexers: 100 / 100
XOR/XNOR: 35 / 35
buffers and inverters: 189 / 294
AND/OR/NAND/NOR: 377 / 377
AND-OR/OR-AND: 311 / 311
final cells by class:
| type | instances | area (um^2) | area share [%] |
|---|---|---|---|
| Timing Repair Buffer | 91 | 811 | 3.26 |
| Clock inverter | 27 | 343 | 1.38 |
| Inverter | 115 | 432 | 1.74 |
| Tap cell | 940 | 1180 | 4.73 |
| Clock buffer | 61 | 1270 | 5.11 |
| Sequential cell | 470 | 13000 | 52.5 |
| Multi-Input combinational cell | 940 | 7780 | 31.3 |
| Antenna cell | 1 | 2.50 | 0.0101 |
power breakdown:
| group | total [uW] | switching, uW | internal, uW |
|---|---|---|---|
| Sequential | 2370 | 122 | 2240 |
| Clock | 1830 | 758 | 1070 |
| Combinational | 3380 | 1760 | 1620 |
No activity file was given, so power comes from the tool's default toggle rates.
