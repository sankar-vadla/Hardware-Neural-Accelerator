### flow/config.mk
export PLATFORM = sky130hd
export DESIGN_NAME = compute_dense_fsm
export DESIGN_NICKNAME = compute_dense_fsm
export VERILOG_FILES = /design/flow/design.v
export SDC_FILE = /design/flow/constraint.sdc
export NUM_CORES = 4
export LEC_CHECK = 1
export CORE_UTILIZATION = 30
### flow/design.v
`timescale 1ns / 1ps
module compute_dense_fsm (
    clk,
    rst_n,
    start,
    done,
    feature_bram_wen, feature_bram_addr, feature_bram_din,
    dense_w_bram_wen, dense_w_bram_addr, dense_w_bram_din,
    final_class_out
);
    parameter DATA_WIDTH = 24;
    parameter WEIGHT_WIDTH = 8;
    parameter ACCUM_WIDTH = 32;
    parameter INPUT_FEATURES = 6;
    parameter OUTPUT_CLASSES = 3;
    parameter ADDR_WIDTH = 5;
    input             clk;
    input             rst_n;
    input             start;
    output reg        done;
    input             feature_bram_wen;
    input [ADDR_WIDTH-1:0] feature_bram_addr;
    input [DATA_WIDTH-1:0] feature_bram_din;
    input             dense_w_bram_wen;
    input [ADDR_WIDTH-1:0] dense_w_bram_addr;
    input [WEIGHT_WIDTH-1:0] dense_w_bram_din;
    output reg [1:0]  final_class_out;
    reg signed [ACCUM_WIDTH-1:0] output_scores [0:OUTPUT_CLASSES-1];
    parameter [3:0] IDLE            = 4'b0000,
                    BRAM_READ       = 4'b0001,
                    BRAM_WAIT       = 4'b0010,
                    MAC_CYCLE       = 4'b0011,
                    MAC_WAIT1       = 4'b0100,
                    MAC_WAIT2       = 4'b0101,
                    SAVE_LAST_SCORE = 4'b0110,
                    FIND_MAX        = 4'b0111,
                    ALL_DONE        = 4'b1000;
    reg [3:0] state, next_state;
    reg signed [ACCUM_WIDTH-1:0] accum_reg;
    reg [2:0] class_pos;
    reg [2:0] feature_pos;
    reg [ADDR_WIDTH-1:0] feature_bram_b_addr;
    wire [DATA_WIDTH-1:0] feature_bram_b_dout;
    reg [ADDR_WIDTH-1:0] dense_w_bram_b_addr;
    wire [WEIGHT_WIDTH-1:0] dense_w_bram_b_dout;
    wire signed [ACCUM_WIDTH-1:0] mac_cout;
    reg signed [DATA_WIDTH-1:0]   mac_a;    
    reg signed [WEIGHT_WIDTH-1:0] mac_b; 
    reg signed [ACCUM_WIDTH-1:0]  mac_cin;  
    reg                           mac_en;   
    dual_port_bram #( .DATA_WIDTH(DATA_WIDTH), .ADDR_WIDTH(ADDR_WIDTH) ) 
    feature_bram_inst ( .clk(clk), .a_wen(feature_bram_wen), .a_addr(feature_bram_addr), .a_din(feature_bram_din),
                        .b_en(1'b1), .b_addr(feature_bram_b_addr), .b_dout(feature_bram_b_dout) );
    dual_port_bram #( .DATA_WIDTH(WEIGHT_WIDTH), .ADDR_WIDTH(ADDR_WIDTH) ) 
    weight_bram_inst ( .clk(clk), .a_wen(dense_w_bram_wen), .a_addr(dense_w_bram_addr), .a_din(dense_w_bram_din),
                       .b_en(1'b1), .b_addr(dense_w_bram_b_addr), .b_dout(dense_w_bram_b_dout) );
    mac_unit #( .A_WIDTH(DATA_WIDTH), .B_WIDTH(WEIGHT_WIDTH), .ACCUM_WIDTH(ACCUM_WIDTH) ) 
    mac_inst ( .clk(clk), .rst_n(rst_n), .en(mac_en), .a(mac_a), .b(mac_b), .c_in(mac_cin), .c_out(mac_cout) );
    always @(posedge clk or negedge rst_n) begin
        if (!rst_n) begin
            state <= IDLE;
            class_pos <= 0; feature_pos <= 0; accum_reg <= 0;
            mac_a <= 0; mac_b <= 0;
            final_class_out <= 0;
            output_scores[0] <= 0; output_scores[1] <= 0; output_scores[2] <= 0; 
        end 
        else begin
            state <= next_state;
            if (state == BRAM_WAIT) begin
                mac_a <= $signed(feature_bram_b_dout);
                mac_b <= $signed(dense_w_bram_b_dout);
            end
            case (state)
                IDLE: begin
                    if (start) begin  
                        class_pos <= 0; feature_pos <= 0; accum_reg <= 0;
                        output_scores[0] <= 0; output_scores[1] <= 0; output_scores[2] <= 0; 
                    end
                end
                MAC_WAIT2: begin  
                    if (feature_pos == INPUT_FEATURES - 1) begin
                        output_scores[class_pos] <= mac_cout;
                        accum_reg <= 0;  
                    end else begin
                        accum_reg <= mac_cout;
                    end
                    if (feature_pos == INPUT_FEATURES - 1) begin
                        if (class_pos != OUTPUT_CLASSES - 1) begin
                            class_pos <= class_pos + 1;
                        end
                        feature_pos <= 0;
                    end else begin
                        feature_pos <= feature_pos + 1;
                    end
                end
                FIND_MAX: begin  
                    if (output_scores[0] >= output_scores[1] && output_scores[0] >= output_scores[2]) begin
                        final_class_out <= 0;
                    end
                    else if (output_scores[1] >= output_scores[0] && output_scores[1] >= output_scores[2]) begin
                        final_class_out <= 1;
                    end
                    else begin
                        final_class_out <= 2;
                    end
                end
            endcase
        end
    end
    always @(state or start or class_pos or feature_pos or accum_reg) begin
        next_state = state;
        done = 1'b0;
        mac_en = 1'b0;
        mac_cin = accum_reg;
        feature_bram_b_addr = feature_pos;  
        dense_w_bram_b_addr = class_pos * INPUT_FEATURES + feature_pos;
        case (state)
            IDLE: begin
                mac_cin = 0; 
                if (start) begin
                    next_state = BRAM_READ;
                end
            end
            BRAM_READ: begin
                feature_bram_b_addr = feature_pos;
                dense_w_bram_b_addr = class_pos * INPUT_FEATURES + feature_pos;
                next_state = BRAM_WAIT;
            end
            BRAM_WAIT: begin
                next_state = MAC_CYCLE;
            end
            MAC_CYCLE: begin
                mac_en = 1'b1; 
                mac_cin = accum_reg; 
                next_state = MAC_WAIT1;
            end
            MAC_WAIT1: begin
                mac_en = 1'b1; 
                mac_cin = accum_reg;
                next_state = MAC_WAIT2;
            end
            MAC_WAIT2: begin
                mac_en = 1'b1; 
                mac_cin = accum_reg;
                if (feature_pos == INPUT_FEATURES - 1) begin  
                    if (class_pos == OUTPUT_CLASSES - 1) begin  
                        next_state = SAVE_LAST_SCORE;  
                    end
                    else begin  
                        next_state = BRAM_READ;  
                    end
                end 
                else begin  
                    next_state = BRAM_READ;  
                end
            end
            SAVE_LAST_SCORE: begin
                next_state = FIND_MAX;
            end
            FIND_MAX: begin
                next_state = ALL_DONE;
            end
            ALL_DONE: begin
                done = 1'b1;
                next_state = IDLE;
            end
            default: begin
                next_state = IDLE;
            end
        endcase
    end
endmodule
`timescale 1ns / 1ps
module dual_port_bram (
    clk,
    a_wen,     
    a_addr,    
    a_din,     
    b_en,      
    b_addr,    
    b_dout     
);
    parameter DATA_WIDTH = 8;
    parameter ADDR_WIDTH = 6;  
    input                           clk;
    input                           a_wen;
    input      [ADDR_WIDTH-1:0]     a_addr;
    input      [DATA_WIDTH-1:0]     a_din;
    input                           b_en;
    input      [ADDR_WIDTH-1:0]     b_addr;
    output reg [DATA_WIDTH-1:0]     b_dout;  
    reg [DATA_WIDTH-1:0] ram_core [0:(1<<ADDR_WIDTH)-1];
    always @(posedge clk) begin
        if (a_wen) begin
            ram_core[a_addr] <= a_din;
        end
    end
    always @(posedge clk) begin
        if (b_en) begin
            b_dout <= ram_core[b_addr];
        end
    end
endmodule
`timescale 1ns / 1ps
module mac_unit (
    clk,
    rst_n,
    en,
    a,
    b,
    c_in,
    c_out
);
    parameter A_WIDTH = 8;
    parameter B_WIDTH = 8;
    parameter ACCUM_WIDTH = 24;
    input                           clk;
    input                           rst_n;
    input                           en;
    input      signed [A_WIDTH-1:0] a;
    input      signed [B_WIDTH-1:0] b;
    input      signed [ACCUM_WIDTH-1:0] c_in;
    output     signed [ACCUM_WIDTH-1:0] c_out;
    reg signed [A_WIDTH+B_WIDTH-1:0] mult_reg;  
    reg signed [ACCUM_WIDTH-1:0]     cin_reg;
    reg signed [ACCUM_WIDTH-1:0]     add_reg;
    always @(posedge clk) begin
        if (!rst_n) begin
            mult_reg <= 0;
            cin_reg  <= 0;
            add_reg  <= 0;
        end 
        else if (en) begin
            mult_reg <= a * b;
            cin_reg  <= c_in;
            add_reg  <= mult_reg + cin_reg;
        end
    end
    assign c_out = add_reg;
endmodule
### flow/run.sh
#!/bin/bash
# OpenROAD 26Q1-2900-gdf79404cd8, Yosys 0.63+post, stock flow scripts
make -C /OpenROAD-flow-scripts/flow DESIGN_CONFIG=/design/flow/config.mk WORK_HOME=/design/flow/orfs finish
### flow/constraint.sdc
current_design compute_dense_fsm

set clk_period 12.4
set clk_io_pct 0.2

create_clock -name clk0 -period $clk_period [get_ports {clk}]

set non_clock_inputs [all_inputs -no_clocks]
set_input_delay [expr $clk_period * $clk_io_pct] -clock clk0 $non_clock_inputs
set_output_delay [expr $clk_period * $clk_io_pct] -clock clk0 [all_outputs]
==> flow_metrics.env <==
# implementation run metrics
export IMPL_syn_cell_area_sq_um=38560
export IMPL_final_hold_viol_count=0
export IMPL_cts_buffers=81
export IMPL_areaGrowthSynthToFinish_pct=13.38
export IMPL_maxSlewViolCount=0
export IMPL_cellInternalPower_mw=4.474
export IMPL_tritoncts="yes"
export IMPL_postLayoutCellArea_sq_um=43720
export IMPL_slew_headroom_pct=40.50
export IMPL_drtIter0Drc=1099
export IMPL_required_ns=12.93
export IMPL_drtAntennaViolNets=0
export IMPL_fin_tns_setup_ns=0
export IMPL_dp_cells=4662
export IMPL_top_area_share_pct=34.89
export IMPL_gp_congestion=0.8780
export IMPL_place_area_sq_um=41060
export IMPL_worst_pin_slew_ns=0.8892
export IMPL_synth_cell_types=78
export IMPL_ys_flop_type="edfxtp_1"
export IMPL_yosys_cells=3029
export IMPL_routedWlPerCell_um=16.67
export IMPL_clockBufferDepth=3
export IMPL_simple_gate_share_pct=10.06
export IMPL_fp_util_pct=30.24
export IMPL_die_area_sq_um=130000
export IMPL_postCtsHoldBufs=0
export IMPL_cts_resized=0
export IMPL_fp_dieH_um=360.5
export IMPL_ys_sh_xor_pct=1.042
export IMPL_largest_reg_flops=256
export IMPL_logic_family="adder cells"
export IMPL_cp_start_kind="flop"
export IMPL_rsz0062_at_grt="no"
export IMPL_max_cap_viol_count=0
export IMPL_synthArstFlopShare_pct=23.51
export IMPL_synth_top_cell_by_count="edfxtp_1"
export IMPL_dp_final_hpwl_um=53350
export IMPL_core_area_sq_um=127500
export IMPL_grt_total_usage_pct=13.15
export IMPL_comb_power_share_pct=12.8
export IMPL_fin_skew_ns=0.05594
export IMPL_adder_share_pct=14.29
export IMPL_avgViaCountPerCell=4.679
export IMPL_critical_path_class="flop to flop"
export IMPL_cts_root_buf="clkbuf_16"
export IMPL_synthCells=3029
export IMPL_drc=0
export IMPL_numSynthFlops=753
export IMPL_peakVddDrop_uv=105.7
export IMPL_grt_max_degree=81
export IMPL_end_kind="flop"
export IMPL_dr_pass1_iters=5
export IMPL_timing_fmax_ghz=0.1779
export IMPL_p_switching_mw=1.511
export IMPL_clkTransAtPathRegs_ns=0.05
export IMPL_synth_seq_share_pct=53.03
export IMPL_fin_util_pct=34.28
export IMPL_finalSetupViolCount=0
export IMPL_min_period_ns=5.622
export IMPL_vias=22510
export IMPL_wirelength_um=80170
export IMPL_cts_max_level=3
export IMPL_aoi_share_pct=8.060
export IMPL_pin_count=50
export IMPL_powerDensity_nw_per_um2=136.9
export IMPL_p_leak_nw=17.07
export IMPL_top_cells_by_count="edfxtp_1, nand2_1, inv_1"
export IMPL_rows=131
export IMPL_reg_largest_list="weight_bram_inst.ram_core (256), feature_bram_inst.ram_core (192), output_scores (96)"
export IMPL_ys_area_sq_um=38560
export IMPL_synth_edff_count=448
export IMPL_grt_first_pass_wirelength_um=130100
export IMPL_yosysTopAreaCell="edfxtp_1"
export IMPL_top_cells_by_area="edfxtp_1, dfrtp_1, fa_1, mux4_2, dfxtp_1"
export IMPL_cts_sinks=753
export IMPL_stdcell_count=4810
export IMPL_p_sw_share_pct=25.24
export IMPL_grt_pass1_vias=23470
export IMPL_grt_overflow_total=0
export IMPL_die_w_um=360.5
export IMPL_ys_warn_count=5
export IMPL_finalClockPeriodUsage_pct=45.34
export IMPL_status="finished, final reports clean"
export IMPL_p_seq_share_pct=47.4
export IMPL_postSynthAreaPerCell_sq_um=12.73
export IMPL_io_buffers=49
export IMPL_clk_latency_ns=0.67
export IMPL_mux_area_share_pct=9.446
export IMPL_hold_path_class="flop to flop"
export IMPL_crit_path_max_fanout=25
export IMPL_drive_gt1_share_pct=12.20
export IMPL_post_cts_buffers=0
export IMPL_warnings=28
export IMPL_antenna_found_initial=2
export IMPL_clock_power_share_pct=39.8
export IMPL_top_register="weight_bram_inst.ram_core"
export IMPL_arrival_ns=6.15
export IMPL_p_total_mw=5.985
[routing by layer]
layer	global-route usage [%]	up-vias	part of all wire, %
met5	0.2590	-	0.056
met4	2.453	2	2.1
met3	5.638	111	9.0
met2	19.59	641	45
met1	18.71	10900	44
li1	-	10850	-
[per-stage QoR]
stage	hold WS (ns)	setup slack, ns
final	0.3519	6.778
after CTS	0.3574	6.791
after floorplan	0.3312	7.533
after global routing	0.3731	6.501
after detailed placement	0.3410	6.819
after global placement	0.3435	6.893
[final cells by class]
cell class | count | area, sq um
clock buffer | 112 | 2243
multi-input combinational | 1862 | 16610
tap | 1662 | 2079
timing repair buffer | 93 | 825.8
inverter | 292 | 1096
fill | 12330 | 83800
antenna | 1 | 2.502
clock inverter | 35 | 410.4
sequential | 753 | 20450
[cells in the final DEF, fill, tap and decap left out, drive strengths merged, types with 112 or more instances in the layout]
cell type,count
edfxtp,448
nand2,312
inv,295
o21ai,207
ha,194
dfrtp,176
and2,175
fa,154
mux4,128
dfxtp,128
clkbuf,112
[final timing paths]
check	startpoint	endpoint	slack, ns	cells past startpoint
hold reg to reg	state[5]$_DFF_PN0_	state[3]$_DFF_PN0_	0.35	0
hold / removal	state[5]$_DFF_PN0_	state[3]$_DFF_PN0_	0.35	0
setup / recovery	mac_b[3]$_DFFE_PN0P_	mac_inst.mult_reg[27]$_SDFFE_PN0P_	6.78	17
max in group asynchronous	rst_n	feature_pos[0]$_DFFE_PN0P_	9.49	2
setup reg to reg	mac_b[3]$_DFFE_PN0P_	mac_inst.mult_reg[27]$_SDFFE_PN0P_	6.78	17
min in group asynchronous	rst_n	output_scores[1][28]$_DFFE_PN0P_	1.75	1
[critical path, cell delays in order (launching register included)]
cell	delay (ns)
dfrtp_1	0.90
and2_1	0.26
fa_1	0.45
fa_1	0.50
fa_1	0.50
inv_1	0.05
fa_1	0.50
inv_1	0.05
ha_1	0.35
a2111oi_0	0.40
o21ai_1	0.21
nand4_1	0.14
nand4_1	0.21
o22a_1	0.32
a311o_1	0.36
nand2_1	0.07
o21ai_1	0.05
and2_1	0.17
[power by group through the flow]
| stage | combinational [mW] | sequential [mW] | clock [mW] |
|---|---|---|---|
| after CTS | 0.772 | 2.84 | 2.45 |
| after global routing | 0.882 | 2.85 | 2.54 |
| final | 0.767 | 2.84 | 2.38 |
[logic make-up after synthesis]
kind of cell / after synthesis
flops: 753
mux: 196
fa+ha+maj: 348
xor+xnor: 45
simple gates: 777
compound gates: 496
buf+inv: 414
